--- flow/constraint.sdc ---
current_design clock_divider_odd_or50

set clk_period 2.2
set clk_io_pct 0.2

create_clock -name clk0 -period $clk_period [get_ports {clk_i}]

set non_clock_inputs [all_inputs -no_clocks]
set_input_delay [expr $clk_period * $clk_io_pct] -clock clk0 $non_clock_inputs
set_output_delay [expr $clk_period * $clk_io_pct] -clock clk0 [all_outputs]
--- flow/design.v ---
module clock_divider_odd #(
    parameter   TCQ     =   1,
    parameter   C_DIV   =   9,
    parameter   C_FLIP  =   4
) (
    input   wire    clk_i   ,
    input   wire    rst_i   ,
    output  wire    clk_div_o   
);
    reg [$clog2(C_DIV)-1:0] cnt     ;
    reg                     clk_div ;
    always @(posedge clk_i) begin
        if (rst_i) begin
            cnt <=  #TCQ 'd0;
        end else if (cnt == C_DIV-1) begin
            cnt <=  #TCQ 'd0;
        end else begin
            cnt <= #TCQ cnt + 'd1;
        end
    end
    always @(posedge clk_i) begin
        if (rst_i) begin
            clk_div <=  #TCQ 'b0;
        end else if ((cnt == C_FLIP) || (cnt == C_DIV - 1)) begin
            clk_div <=  #TCQ ~clk_div;
        end
    end
    assign  clk_div_o   =   clk_div;
endmodule
module clock_divider_odd_or50 #(
    parameter   TCQ     =   1,
    parameter   C_DIV   =   9
) (
    input   wire    clk_i   ,
    input   wire    rst_i   ,
    output  wire    clk_div_o   
);
    reg [$clog2(C_DIV)-1:0] cnt     ;
    reg                     clk_div_pos ;
    reg                     clk_div_neg ;
    always @(posedge clk_i) begin
        if (rst_i) begin
            cnt <=  #TCQ 'd0;
        end else if (cnt == C_DIV-1) begin
            cnt <=  #TCQ 'd0;
        end else begin
            cnt <= #TCQ cnt + 'd1;
        end
    end
    always @(posedge clk_i) begin
        if (rst_i) begin
            clk_div_pos <=  #TCQ 'b0;
        end else if (cnt == C_DIV >> 1 - 1) begin
            clk_div_pos <=  #TCQ 'b0;
        end else if (cnt == C_DIV - 1) begin
            clk_div_pos <=  #TCQ 'b1;
        end
    end
    always @(negedge clk_i) begin
        if (rst_i) begin
            clk_div_neg <=  #TCQ 'b0;
        end else if (cnt == C_DIV >> 1 - 1) begin
            clk_div_neg <=  #TCQ 'b0;
        end else if (cnt == C_DIV - 1) begin
            clk_div_neg <=  #TCQ 'b1;
        end
    end
    assign  clk_div_o   =   clk_div_pos | clk_div_neg;
endmodule
module clock_divider_odd_and50 #(
    parameter   TCQ     =   1,
    parameter   C_DIV   =   9
) (
    input   wire    clk_i   ,
    input   wire    rst_i   ,
    output  wire    clk_div_o   
);
    reg [$clog2(C_DIV)-1:0] cnt     ;
    reg                     clk_div_pos ;
    reg                     clk_div_neg ;
    always @(posedge clk_i) begin
        if (rst_i) begin
            cnt <=  #TCQ 'd0;
        end else if (cnt == C_DIV-1) begin
            cnt <=  #TCQ 'd0;
        end else begin
            cnt <= #TCQ cnt + 'd1;
        end
    end
    always @(posedge clk_i) begin
        if (rst_i) begin
            clk_div_pos <=  #TCQ 'b0;
        end else if (cnt == C_DIV >> 1) begin
            clk_div_pos <=  #TCQ 'b0;
        end else if (cnt == C_DIV - 1) begin
            clk_div_pos <=  #TCQ 'b1;
        end
    end
    always @(negedge clk_i) begin
        if (rst_i) begin
            clk_div_neg <=  #TCQ 'b0;
        end else if (cnt == C_DIV >> 1) begin
            clk_div_neg <=  #TCQ 'b0;
        end else if (cnt == C_DIV - 1) begin
            clk_div_neg <=  #TCQ 'b1;
        end
    end
    assign  clk_div_o   =   clk_div_pos & clk_div_neg;
endmodule
--- flow/run.sh ---
#!/bin/bash
# OpenROAD 26Q1-2900-gdf79404cd8, Yosys 0.63+post, stock flow scripts
make -C /OpenROAD-flow-scripts/flow DESIGN_CONFIG=/design/flow/config.mk WORK_HOME=/design/flow/orfs finish
--- flow/config.mk ---
export PLATFORM = sky130hd
export DESIGN_NAME = clock_divider_odd_or50
export DESIGN_NICKNAME = clock_divider_odd_or50
export VERILOG_FILES = /design/flow/design.v
export SDC_FILE = /design/flow/constraint.sdc
export NUM_CORES = 4
export LEC_CHECK = 1
export CORE_AREA = 10 10 70 70
export DIE_AREA = 0 0 80 80
==> results.txt <==
layout filler cell count -> 395
Late-Pin Clk Latency -> 290 ps
CTS sink cnt -> 6
DR vias -> 227
die height -> 80 um
CP Max Fanout -> 2
Critical R2R Launch -> cnt[1]
Core Region -> 3416 um2
Post-CTS Setup Inserts -> 0
reg2reg end -> clk_div_neg
layout cell share with drive strength beyond 1 -> 0.3500
max cap viols -> 0
aoi share -> 0.1209
Ports -> 3
mean cell area of the mapped netlist -> 9.276 um2
status -> finished with violations
grt total ovfl -> 0
r2r worst-path depth -> 4
combinational share of power -> 0.116
H-tree depth -> 1
Max-area cell share -> 0.4465
comb area leader -> simple AND/OR/NAND/NOR gates
Max-slew headroom -> 0.8500
area grow syn2layout -> 52.56%
Routed Antenna Nets -> 0
clock slew at reported path FFs -> 30 ps
leak pwr -> 0.1676 nW
Final Max Tran Viols -> 0
Total Routing Usage GR -> 0.01719
Registers, synthesis -> 6
drt pass-1 iters -> 2
# Cells Yosys -> 29
Net Sw Power -> 0.06627 mW
critical setup path kind -> reg -> out
Die Footprint -> 6400 um2
Syn Inst Count -> 29
Root Driver -> clkbuf_4
Rows -> 21
Residual DRC -> 0
R2R Setup Slk -> 90 ps
post-route cell area -> 410.4 um2
via-per-instance ratio -> 2.640
final worst slack -> -259.4 ps
Die Span X -> 80 um
pre-CTS setup slack -> -305.0 ps
ANT cells -> 0
power share of the clock group -> 0.448
Power Total -> 0.2698 mW
yosys stat area -> 269.0 um2
area leader, netlist -> dfxtp_1
failing checks -> negative setup slack
antenna violations before repair -> 0
final wirelength -> 496 um
Starting DRT DRC Count -> 12
VDD IR max -> 0.0001064 V
slew at the pin closest to its max-slew limit -> 223.9 ps
Net Sw Frac -> 0.2456
Syn. warnings -> 1
largest net degree at the start of global routing -> 7
most numerous logic cells after layout -> buf_4, inv_1, dfxtp_1
CP Data Arrival Time -> 2020 ps
Hold Path Class -> reg -> reg
CTS buffer count -> 3
Final GP Congestion -> 0.7382
TritonCTS clock tree -> done
yosys simple share -> 0.1860
sequential share of power -> 0.436
XOR Share, Synth -> 0
Synth Seq Share -> 0.4465
number of global-route vias before repair -> 228
count of final setup violators -> 1
Pwr per Cell Area -> 657.5 nW/um2
Avg WL per Cell -> 5.767 um
Cell Area, Synth -> 269.0 um2
Synth mux share -> 0.03721
dpl hpwl -> 378.4 um
Tool Warnings -> 30
Distinct cells, synth -> 16
Fin. Hold Viols -> 0
RSZ-0062 raised after global routing -> true
Worst setup SP type -> flip-flop
first-pass GRT wire length -> 903 um
adder share -> 0.1395
Worst Path Required -> 1760 ps
Top area cell types -> dfxtp_1, ha_1, inv_1
number of port buffers -> 2
Critical Path Sink -> clk_div_o
area post-placement -> 385.4 um2
Pre-Place Util -> 0.07875
Clock Skew -> 53.42 ps
Min Hold Slack -> 454.0 ps
Crit. Startpoint -> clk_div_neg
CP Capture Type -> output port
Cell Int Power -> 0.2036 mW
CTS max path bufs -> 2
most frequent logic cell in the layout -> buf_4
post-route core utilization -> 0.1201
[per-stage QoR]
stage | instances | setup TNS (ps)
after floorplan | 29 | 0
after global placement | 82 | -502.8
after detailed placement | 82 | -515.5
after CTS | 86 | -277.4
after global routing | 86 | -296.6
final | 86 | -259.4
[cell families after synthesis]
logic type	after synthesis
mux	1
fa+ha+maj	3
buf+inv	5
simple gates	9
compound gates	5
flops	6
[Yosys cell counts (all sizes together)]
cell type  number
nor2            1
or3             1
dfxtp           6
nand3           2
nor3            1
nand2           1
inv             5
ha              3
o21a            2
a31oi           2
mux2i           1
and3            1
nor3b           1
a21oi           1
or2             1
[per-layer routing]
layer  part of all wire  global-route usage  wire, um  vias up
li1                   -                   -         -      120
met1               0.49             0.02012       243      101
met2               0.44             0.02488       216        6
met3              0.075             0.01136        37        0
met4                  0            0.005282         0        0
met5                  0                   0         0        -
[worst min-delay path by stage]
stage / startpoint / endpoint / slack, ps / cells after the start
5_1_grt: clk_div_pos / clk_div_pos / 480 / 1
4_1_cts: clk_div_neg / clk_div_neg / 460 / 1
6_report: clk_div_neg / clk_div_neg / 450 / 1
[layout make-up]
type / count / area (um2) / area share
Sequential cell: 6 / 122.6 / 0.2988
Multi-Input combinational cell: 18 / 132.6 / 0.3232
Inverter: 4 / 15.01 / 0.03659
Timing Repair Buffer: 7 / 52.55 / 0.1280
Tap cell: 46 / 57.56 / 0.1402
Clock inverter: 1 / 3.754 / 0.009146
Clock buffer: 4 / 26.28 / 0.06402
[flip-flops by register name, summed over array words and instances, names as in the netlist]
name,count
cnt,4
clk_div_pos,1
clk_div_neg,1
[timing repair]
| action | CTS | global route |
|---|---|---|
| gates resized | 5 | 0 |
| endpoints found under the hold margin | 0 | 0 |
| hold buffers | 0 | 0 |
| endpoints found under the setup margin | 1 | 1 |
| cloned | 0 | 0 |
[power groups by stage]
stage	Combinational, mW	Clock (mW)	Sequential [mW]
CTS	0.0313	0.127	0.118
global route	0.0375	0.135	0.118
finish	0.0314	0.121	0.118
[worst max-delay path, cell delays in order, from the launching register on]
cell and delay (ps):
dfxtp_2 300, or2_4 210, buf_2 110
Power figures rest on the tool's default switching activity, not on a simulated workload.
