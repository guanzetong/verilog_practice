File: flow/config.mk
export PLATFORM = sky130hd
export DESIGN_NAME = clock_divider_half_int
export DESIGN_NICKNAME = clock_divider_half_int
export VERILOG_FILES = /design/flow/design.v
export SDC_FILE = /design/flow/constraint.sdc
export NUM_CORES = 4
export LEC_CHECK = 1
export CORE_AREA = 10 10 70 70
export DIE_AREA = 0 0 80 80
File: flow/constraint.sdc
current_design clock_divider_half_int

set clk_period 1.5
set clk_io_pct 0.2

create_clock -name clk0 -period $clk_period [get_ports {clk_i}]

set non_clock_inputs [all_inputs -no_clocks]
set_input_delay [expr $clk_period * $clk_io_pct] -clock clk0 $non_clock_inputs
set_output_delay [expr $clk_period * $clk_io_pct] -clock clk0 [all_outputs]
File: flow/design.v
module clock_divider_half_int #(
    parameter   TCQ         =   1   ,
    parameter   C_DIV_MUL2  =   9   
) (
    input   wire    clk_i   ,
    input   wire    rst_i   ,
    output  wire    clk_div_o   
);
    reg [$clog2(C_DIV_MUL2)-1:0]    cnt     ;
    reg                             clk_avg ;
    reg                             clk_adj ;
    always @(posedge clk_i) begin
        if (rst_i) begin
            cnt <=  #TCQ 'd0;
        end else if (cnt == C_DIV_MUL2) begin
            cnt <=  #TCQ 'd0;
        end else begin
            cnt <=  #TCQ cnt + 'd1;
        end
    end
    always @(posedge clk_i) begin
        if (rst_i) begin
            clk_avg <=  #TCQ 'b0;
        end else if ((cnt == 0) || (cnt == (C_DIV_MUL2 >> 1))) begin
            clk_avg <=  #TCQ 'b1;
        end else begin
            clk_avg <=  #TCQ 'b0;
        end
    end
    always @(negedge clk_i) begin
        if (rst_i) begin
            clk_adj <=  #TCQ 'b0;
        end else if ((cnt == 1) || (cnt == (C_DIV_MUL2 >> 1))) begin
            clk_adj <=  #TCQ 'b1;
        end else begin
            clk_adj <=  #TCQ 'b0;
        end
    end
    assign  clk_div_o   =   clk_avg | clk_adj;
endmodule
File: flow/run.sh
#!/bin/bash
# OpenROAD 26Q1-2900-gdf79404cd8, Yosys 0.63+post, stock flow scripts
make -C /OpenROAD-flow-scripts/flow DESIGN_CONFIG=/design/flow/config.mk WORK_HOME=/design/flow/orfs finish
==> flow_summary.yaml <==
# synthesis and place-and-route metrics
clock_tree:
  htree_levels: 1
  clkTransAtPathRegs_ns: 0.04
  clkSinkCount: 6
  root_buffer: "clkbuf_4"
  postCtsHoldBufs: 0
  cts_tree: "done"
  clkLatencyLatePin_ns: 0.29
  cts_made_buffers: 3
  clk_path_buf_depth: 2
synth:
  synth_top_cell_by_area: "dfxtp_1"
  fa_ha_area_share_pct: 13.89
  ys_sh_mux_pct: 7.407
  synth_warnings: 1
  synth-async-reset-ratio_pct: 0
  yosys_cells: 26
  syn_area_um2: 270.3
  top_cell_area_share_pct: 44.44
  avgSynthCellArea_um2: 10.39
  synth.cellmix.compoundShare_pct: 6.944
  topCellsByArea: "dfxtp_1 44%, ha_1 14%, mux2i_1 7.4%"
  synthCells: 26
  synthFlopType: "dfxtp_1"
  ys_top_logic_family: "simple AND/OR/NAND/NOR gates"
  xor_share_pct: 0
  ys_types: 14
  ys_seq_share_pct: 44.44
  yosys_area_um2: 270.3
  ys_seq_elements: 6
  synthSimpleGateAreaFrac_pct: 23.15
  edf_count: 0
floorplan:
  die_w_um: 80
  rows: 21
  fp_util_pct: 7.912
  pin_count: 3
  dieArea_mm2: 0.006400
  die.size.y_um: 80
  core_area_mm2: 0.003416
timing:
  fin_skew_ns: 0.05366
  hold_violations: 0
  timing.hold.ws_ns: 0.5550
  postLayoutSetupSlackWorst_ns: -0.4404
  worst_slew_pin_slew_ns: 0.1289
  rsz0062_at_grt: "true"
  finalSetupTns_ns: -0.5264
  setup_viol_count_final: 2
  slew_headroom_pct: 91.16
  final_max_slew_viol_count: 0
critical_path:
  crit_path_max_fanout: 1
  rr_startpoint: "cnt[0]"
  crit_path_start_kind: "register"
  cp.required_ns: 1.20
  critPathLaunch: "clk_adj"
  endpoint_kind: "output pin"
  cp.arrival_ns: 1.64
  critical_path_class: "register to output pin"
grt:
  grt_overflow_total: 0
  grt_start_max_net_pins: 7
  grt_pass1_vias: 228
  grt_pass1_wl_um: 897
  antenna_found_initial: 0
  grt_usage_pct: 1.645
job:
  warning_count: 31
  cap_violations: 0
status:
  status: "finished, violations left"
  violations: "setup timing"
routing:
  drt_first_pass_iters: 4
  antenna_cells: 0
  wirelength_um: 525
  avgRoutedWirePerCell_um: 6.105
  ant_nets: 0
  route.vias.total: 232
  post_drt_via_cell_ratio: 2.698
  drtIter0Drc: 9
  drc: 0
finish:
  flop_area_um2: 125.1
  fillers: 385
  area_growth_pct: 72.69
  finish.instance_area_um2: 466.7
  layout_top_cell: "buf_4"
  drive_gt1_share_pct: 50.00
  layout.area.comb_um2: 166.4
  layout_top_cells: "8 x buf_4, 4 x dfxtp_1, 3 x clkbuf_4"
place:
  io_buffers: 2
  dpl_cell_area_um2: 410.4
  dp_hpwl_um: 362.8
  globalplace.congestion: 0.6914
power_and_ir_drop:
  power_density_mw_per_mm2: 934.0
  peakVddDrop_mv: 0.1429
  p_leak_nw: 0.1750
min_path:
  hold_path_class: "register to register"
  hp-start: "cnt[3]"
==> worst max-delay path, stage by stage (launching register included) <==
cell and delay, ns:
dfxtp_1 0.28, or2_4 0.21, buf_2 0.11
==> path summary, 6_finish.rpt <==
check	cells past startpoint	end	slack, ns
max reg2reg	4	clk_adj	-0.09
max	2	clk_div_o	-0.44
min	2	clk_avg	0.56
min reg2reg	2	clk_avg	0.56
==> registers in the layout (all words and copies together) (netlist names) <==
| register | count |
|---|---|
| cnt | 4 |
| clk_adj | 1 |
| clk_avg | 1 |
==> repair_timing <==
action / in CTS / in global routing
buffers inserted: 1 / 0
gates resized: 4 / 4
pin swaps: 0 / 2
endpoints found under the hold margin: 0 / 0
setup endpoints to repair: 2 / 2
==> cells in the mapped netlist (all sizes together) (2+ instances only) <==
library cell and n:
nor3b 2, ha 3, mux2i 2, dfxtp 6
inv 3, nor3 2
==> power breakdown <==
group          total, mW  switching, mW  internal (mW)
Combinational     0.0772         0.0291         0.0481
Clock              0.177         0.0723          0.105
Sequential         0.181        0.00911          0.172
==> metrics by stage <==
| stage | setup slack (ns) | std cells | power [mW] | utilization [%] |
|---|---|---|---|---|
| floorplan | -0.08229 | 26 | 0.2220 | - |
| global placement | -0.4431 | 81 | 0.2589 | 12.01 |
| detailed placement | -0.4377 | 81 | 0.2606 | 12.01 |
| CTS | -0.4555 | 86 | 0.4389 | 13.15 |
| global route | -0.5192 | 86 | 0.4689 | 13.66 |
| finish | -0.4404 | 86 | 0.4359 | 13.66 |
==> metal layers <==
metal  vias to the layer above  global-route usage, %  share of wire (%)
met1                       106                  2.130                 50
li1                        121                      -                  -
met5                         -                      0                  0
met3                         0                  1.136                 10
met4                         0                 0.5282                  0
met2                         5                  2.087                 39
==> logic make-up (layout without fill, tap and decap cells) <==
| kind of cell | count (synthesis) | count (layout) |
|---|---|---|
| buf+inv | 3 | 17 |
| flops | 6 | 6 |
| fa+ha+maj | 3 | 3 |
| simple gates | 9 | 9 |
| compound gates | 3 | 3 |
| mux | 2 | 2 |
==> area by class of cell <==
| cell class | instances | area share [%] |
|---|---|---|
| Sequential cell | 6 | 26.81 |
| Timing Repair Buffer | 10 | 16.09 |
| Inverter | 2 | 2.681 |
| Clock inverter | 1 | 0.8043 |
| Multi-Input combinational cell | 17 | 35.66 |
| Clock buffer | 4 | 5.630 |
| Tap cell | 46 | 12.33 |
Power is estimated from default activity; no workload was simulated.
